<file path="./design.v">
module QLM_w5q3(
    input [7:0] x,
    input [7:0] y,
    output [15:0] p
    );
    wire [7:0] x_abs;
    assign x_abs = x ^ {8{x[7]}};
    wire [7:0] k_x0;
    wire zero_x0;
    wire [2:0] k_x0_enc;
    LOD8 lod_x0(
        .data_i(x_abs),
        .zero_o(zero_x0),
        .data_o(k_x0),
        .data_enc(k_x0_enc));
    wire [3:0] x_shift;
    LBarrel Lshift_x0(
        .data_i(x_abs),
        .shift_i(k_x0),
        .data_o(x_shift));
    wire [7:0] y_abs;
    assign y_abs = y ^ {8{y[7]}};
    wire [7:0] k_y0;
    wire zero_y0;
    wire [2:0] k_y0_enc;
    LOD8 lod_y0(
        .data_i(y_abs),
        .zero_o(zero_y0),
        .data_o(k_y0),
        .data_enc(k_y0_enc));
    wire [3:0] y_shift;
    LBarrel Lshift_y0(
        .data_i(y_abs),
        .shift_i(k_y0),
        .data_o(y_shift));
    wire [7:0] x_log;
    wire [7:0] y_log;
    wire [7:0] p_log;
    assign x_log = {1'b0,k_x0_enc,x_shift};
    assign y_log = {1'b0,k_y0_enc,y_shift};
    assign p_log = x_log + y_log;
    wire [12:0] p_l1b;
    wire [4:0] l1_input;
    assign l1_input = {1'b1,p_log[3:0]};
    L1Barrel L1shift_plog(
        .data_i(l1_input),
        .shift_i(p_log[6:4]),
        .data_o(p_l1b));
    wire [3:0] p_low;
    wire not_k_l5 = ~p_log[7];
    assign p_low = p_l1b[7:4] & {4{not_k_l5}};
    wire [4:0] p_med;
    assign p_med = p_log[7] ? p_l1b[4:0] : p_l1b[11:8];
    wire [6:0] p_high;
    assign p_high = p_l1b[11:5] & {7{p_log[7]}};
    wire [15:0] PP_abs;
    assign PP_abs = {p_high,p_med,p_low};
    wire p_sign;
    wire [15:0] PP_temp;
    assign p_sign = x[7] ^ y[7];
    assign PP_temp = PP_abs ^ {16{p_sign}};
    wire notZeroA, notZeroB, notZeroD;
    assign notZeroA = ~zero_x0 ;
    assign notZeroB = ~zero_y0 ;
    assign notZeroD = notZeroA & notZeroB;
    assign p = notZeroD? PP_temp : 16'b0;
endmodule
module LOD8(
    input [7:0] data_i,
    output zero_o,
    output [7:0] data_o,
    output [2:0] data_enc
    );
    wire [7:0] z;
    wire [1:0] zdet;
    wire [1:0] select;
    assign zdet[1] = |(data_i[7:4]) ;
    assign zdet[0] = |(data_i[3]);
    assign zero_o = ~( zdet[1] | zdet[0]);
    LOD4 lod2_1 (
        .data_i(data_i[7:4]), 
        .data_o(z[7:4])
        );
    assign z[3] = data_i[3];
    LOD2 Middle(
        .data_i(zdet), 
        .data_o(select)       
    );
	wire [7:0] tmp_out;
	Muxes2in1Array4 Inst_MUX214_1 (
        .data_i(z[7:4]), 
        .select_i(select[1]), 
        .data_o(tmp_out[7:4])
    );
    assign tmp_out[3] = select[0] & z[3];
    assign tmp_out[2:0] = 3'b0;
    wire [2:0] low_enc; 
    assign low_enc = tmp_out[3:1] | tmp_out[7:5];
    assign data_enc[2] = select[1];
    assign data_enc[1] = low_enc[2] | low_enc[1];
    assign data_enc[0] = low_enc[2] | low_enc[0];
    assign data_o = tmp_out;
endmodule
module LOD4(
    input [3:0] data_i,
    output [3:0] data_o
    );
    wire mux0;
    wire mux1;
    wire mux2;
    assign mux2 = (data_i[3]==1) ? 1'b0 : 1'b1;
    assign mux1 = (data_i[2]==1) ? 1'b0 : mux2;
    assign mux0 = (data_i[1]==1) ? 1'b0 : mux1;
    assign data_o[3] = data_i[3];
    assign data_o[2] =(mux2 & data_i[2]);
    assign data_o[1] =(mux1 & data_i[1]);
    assign data_o[0] =(mux0 & data_i[0]);
endmodule
module LOD2(
    input [1:0] data_i,
    output [1:0] data_o
    );
    assign data_o[1] = data_i[1];
    assign data_o[0] = ~data_i[1] & data_i[0];
endmodule
module Muxes2in1Array4(
    input [3:0] data_i,
    input select_i,
    output [3:0] data_o
    );
	assign data_o[3] = select_i ? data_i[3] : 1'b0;
	assign data_o[2] = select_i ? data_i[2] : 1'b0;
	assign data_o[1] = select_i ? data_i[1] : 1'b0;
	assign data_o[0] = select_i ? data_i[0] : 1'b0;
endmodule
module Muxes2in1Array2(
    input [1:0] data_i,
    input select_i,
    output [1:0] data_o
    );
	assign data_o[1] = select_i ? data_i[1] : 1'b0;
	assign data_o[0] = select_i ? data_i[0] : 1'b0;
endmodule
module LBarrel(
    input  [7:0] data_i,
    input  [7:0] shift_i,
    output [3:0] data_o);
    assign data_o[3] = |(data_i[5:3] & shift_i[6:4]);
    assign data_o[2] = |(data_i[4:3] & shift_i[6:5]);
    assign data_o[1] = |(data_i[3] & shift_i[6]);
    assign data_o[0] = 1'b0;
endmodule
module L1Barrel(
    input [4:0] data_i,
    input [2:0] shift_i,
    output reg [12:0] data_o);
    always @*
        case (shift_i)
           4'b0000: data_o = data_i;
           4'b0001: data_o = data_i << 1;
           4'b0010: data_o = data_i << 2;
           4'b0011: data_o = data_i << 3;
           4'b0100: data_o = data_i << 4;
           4'b0101: data_o = data_i << 5;
           4'b0110: data_o = data_i << 6;
           default: data_o = data_i << 7;
        endcase
endmodule
module mult_top(
    input clk,
    input  [15:0] x,
    input  [15:0] y,
    output reg [31:0] p_out
    );
    wire [31:0] P_vec;
    reg [15:0] X_vec;
    reg [15:0] Y_vec;
    QLM_w5q3 mult(X_vec,Y_vec,P_vec); 
    always @(posedge clk) 
    begin
        p_out = P_vec;
        X_vec = x;
        Y_vec = y;
    end
endmodule 
</file>
<file path="./run.sh">
#!/bin/bash
# OpenROAD 26Q1-2900-gdf79404cd8, Yosys 0.63+post, stock flow scripts
make -C /OpenROAD-flow-scripts/flow DESIGN_CONFIG=/design/flow/config.mk WORK_HOME=/design/flow/orfs finish
</file>
<file path="./config.mk">
export PLATFORM = sky130hd
export DESIGN_NAME = mult_top
export DESIGN_NICKNAME = mult_top
export VERILOG_FILES = /design/flow/design.v
export SDC_FILE = /design/flow/constraint.sdc
export NUM_CORES = 4
export LEC_CHECK = 1
export CORE_UTILIZATION = 30
</file>
<file path="./constraint.sdc">
current_design mult_top

set clk_period 5.9
set clk_io_pct 0.2

create_clock -name clk0 -period $clk_period [get_ports {clk}]

set non_clock_inputs [all_inputs -no_clocks]
set_input_delay [expr $clk_period * $clk_io_pct] -clock clk0 $non_clock_inputs
set_output_delay [expr $clk_period * $clk_io_pct] -clock clk0 [all_outputs]
</file>
==> job_summary.md <==
### Metrics collected by this job

| Metric | Value |
|---|---|
| Outcome | finished clean |
| Skew-Pair Late Insertion Delay | 270 ps |
| Ys cells | 225 |
| Slowest CP cell | dfxtp_1 |
| Fmax achieved | 284.6 MHz |
| Routed Wire Length | 3.518 mm |
| Final Hold Viols | 0 |
| # rows | 28 |
| Post_cts resized | 0 |
| Commonest flop | dfxtp_1 |
| Final cell count without fillers | 315 |
| Post-CTS Hold Fix Bufs | 0 |
| Port Buffers | 26 |
| CTS tree | yes |
| Sequential power share | 33.0% |
| CTS sink count | 26 |
| Post-layout util | 36.78% |
| GRT Overall Usage | 11.26% |
| # IOs | 65 |
| P_leak | 0.8720 nW |
| DIE AREA | 0.006820 sq mm |
| FILL cells | 627 |
| Net Sw Frac | 33.28% |
| PD cells | 303.6 mW/mm^2 |
| Yosys stat area | 0.001948 sq mm |
| Max-Cap Viols | 0 |
| Critical path class | reg -> reg |
| CP Capture Type | flop |
| Synth unique cells | 56 |
| CTS root buffer | clkbuf_8 |
| Share of layout cells above drive strength 1 | 8.750% |
| Die H | 82.59 um |
| Diodes inserted | 0 |
| Setup WS post-layout | 2387 ps |
| Clock Power Share | 21.5% |
| Crit Path Max Fanout | 13 |
| First-pass GRT wire length | 5.927 mm |
| H-tree level count | 1 |
| EDFF count, synth | 0 |
| Core Density at Floorplan | 31.96% |
| Avg Cell Area, Syn | 8.658 sq um |
| Largest net degree at the start of global routing | 16 |
| Remaining DRCs | 0 |
| Placed insts | 311 |
| Final worst-path cycle share | 59.55% |
| Via-to-Cell Ratio | 4.870 |
| Via Count | 1534 |
| Async S/R FF share, synth | 0% |
| Relative slew slack | 54.96% |
| Crit path DAT | 3660 ps |
| Area Overhead vs Synth | 15.09% |
| CP startpoint kind | flop |
| CP cell instances | nand2b_1, o21ai_0, ha_1, inv_1, fa_1, nand2b_1, o2bb2ai_2, xnor2_2, nand3_1, a31oi_4, nor3_1, mux2i_1 |
| Cells after synthesis | 225 |
| Synth area leader | dfxtp_1 |
| Drt first pass iters | 4 |
| Comb pwr share | 45.5% |
| Gp weighted congestion | 0.8385 |
| Yosys warning tally | 5 |
| Cell mode on critical path | nand2b_1 |
| Die Wd | 82.59 um |
| Most frequent cells in the layout | dfxtp_1 (26), clkdlybuf4s50_1 (26), nor2_1 (17) |
| CP peak stage delay | 580 ps |
| RSZ-0062 raised after global routing | false |
| Top cells by area | dfxtp_1 (27%), mux2i_1 (7.7%), buf_4 (6.9%) |
| Area share, top type | 26.72% |
| Post-DR wirelength/cell | 11.17 um |
| Setup violators final | 0 |
| Switching pwr | 0.2266 mW |
| Worst Tran Pin Value | 674.0 ps |
| Initial antenna violation count | 0 |
| Post-DP Area | 0.002171 sq mm |
| ANT nets after route | 0 |
| Cell Area, Synth | 0.001948 sq mm |
| DR iter-0 viols | 98 |
| Registers, synthesis | 26 |
| CTS Buffer Depth | 2 |
| Clk slew on worst S/H paths | 90 ps |
| Pint | 0.4542 mW |
| Setup repair bufs after CTS | 0 |
| Hpwl dp | 2.677 mm |
| Final global-route overflow total | 0 |
| TritonCTS Buffers | 3 |
| Core area | 0.006096 sq mm |
| Crit path DRT | 6040 ps |
| Non-Filler Cell Area, Final | 0.002242 sq mm |
| VDD IR-drop max | 0.0001340 V |
| Max-slew violation count | 0 |
| Worst Hold Class | reg -> reg |
| Final min period | 3513 ps |
| Setup_tns | 0 ps |
| Setup WS pre-CTS | 2438 ps |
| Number of global-route vias before repair | 1300 |
| Tool Warnings | 47 |
| Clock Skews | 6.107 ps |
| Register share after synthesis | 26.72% |
-- worst max-delay path, delay by kind of cell, from the launching register on --
family / cells / cell delay (ps)
compound gates: 3 / 650
simple gates: 4 / 700
flops: 1 / 580
fa+ha+maj: 2 / 710
xor+xnor: 1 / 510
buf+inv: 1 / 70
mux: 1 / 150
-- power by group through the flow --
stage         Clock (mW)  Sequential (mW)  Combinational [mW]
finish             0.146            0.225               0.310
global route       0.161            0.230               0.346
CTS                0.154            0.225               0.310
-- synth_stat cells, drive strengths merged, types with 4 or more instances --
cell / number
a21oi: 12
a31oi: 4
buf: 26
clkbuf: 4
dfxtp: 26
ha: 6
inv: 7
mux2i: 15
nand2: 12
nand2b: 8
nand3: 4
nand4: 5
nor2: 19
nor3: 9
o21ai: 11
xnor2: 7
xor2: 5
-- sequential cells by signal (all words and copies together) (netlist names) --
register,cells
Y_vec,5
p_out,16
X_vec,5
-- kinds of logic (layout without fill, tap and decap cells) --
logic type,Yosys count,in the layout,synth area share (%)
muxes,16,16,8.477
adders and majority gates,7,7,4.881
and+or+nand+nor,72,72,19.33
xor gates and xnor gates,12,12,6.166
DFF,26,26,26.72
buffers and inverters,37,37,10.98
other,1,16,0.1925
AOI/OAI and AO/OA,54,54,23.25
-- layer usage --
metal  up-vias  GRT usage (%)  share of wire [%]
met4         0          1.379               0.99
met3         2          1.115                2.4
li1        809              -                  -
met1       694          17.50                 53
met5         -              0                  0
met2        29          17.60                 44
-- worst paths after layout --
check	end	slack, ps	depth (start not counted)	from
setup / recovery	p_out[0]$_SDFF_PN0_	2390	12	X_vec[7]$_DFF_P_
setup reg to reg	p_out[0]$_SDFF_PN0_	2390	12	X_vec[7]$_DFF_P_
hold reg to reg	p_out[15]$_SDFF_PN0_	860	3	X_vec[3]$_DFF_P_
hold / removal	p_out[15]$_SDFF_PN0_	860	3	X_vec[3]$_DFF_P_
-- layout make-up --
class / count / area (sq um) / share of cell area, %
multi-input combinational: 177 / 1270 / 56.64
sequential: 26 / 520.5 / 23.21
timing repair buffer: 26 / 260.3 / 11.61
tap: 75 / 93.84 / 4.185
clock buffer: 3 / 41.29 / 1.842
clock inverter: 1 / 30.03 / 1.339
inverter: 7 / 26.28 / 1.172
-- through the flow --
stage / power [mW] / hold WS, ps
2_1_floorplan: 0.4538 / 689.6
3_3_place_gp: 0.5374 / 836.8
3_5_place_dp: 0.5378 / 831.9
4_1_cts: 0.6902 / 864.1
5_1_grt: 0.7371 / 990.9
6_report: 0.6808 / 856.0
Power figures rest on the tool's default switching activity, not on a simulated workload.
